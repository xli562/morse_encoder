==> /design/flow/design.v <==
module counter_2_3
  (input  clk_i,
   input  rstn_i,
   input  load_i,
   input  enable_i,
   input  [1:0] start_time_i,
   output rollover_o);
  wire [1:0] count_s;
  wire n227_o;
  wire n230_o;
  wire [1:0] n232_o;
  wire [1:0] n234_o;
  wire [1:0] n235_o;
  wire [1:0] n236_o;
  wire n243_o;
  wire n244_o;
  reg [1:0] n246_q;
  assign rollover_o = n244_o;  
  assign count_s = n246_q;  
  assign n227_o = ~rstn_i;
  assign n230_o = count_s == 2'b00;
  assign n232_o = count_s - 2'b01;
  assign n234_o = n230_o ? 2'b10 : n232_o;
  assign n235_o = enable_i ? n234_o : count_s;
  assign n236_o = load_i ? start_time_i : n235_o;
  assign n243_o = count_s == 2'b00;
  assign n244_o = n243_o ? 1'b1 : 1'b0;
  always @(posedge clk_i or posedge n227_o)
    if (n227_o)
      n246_q <= 2'b00;
    else
      n246_q <= n236_o;
endmodule
module counter_27_25
  (input  clk_i,
   input  rstn_i,
   input  load_i,
   input  enable_i,
   input  [26:0] start_time_i,
   output rollover_o);
  wire [26:0] count_s;
  wire n204_o;
  wire n207_o;
  wire [26:0] n209_o;
  wire [26:0] n211_o;
  wire [26:0] n212_o;
  wire [26:0] n213_o;
  wire n220_o;
  wire n221_o;
  reg [26:0] n223_q;
  assign rollover_o = n221_o;  
  assign count_s = n223_q;  
  assign n204_o = ~rstn_i;
  assign n207_o = count_s == 27'b000000000000000000000000000;
  assign n209_o = count_s - 27'b000000000000000000000000001;
  assign n211_o = n207_o ? 27'b000000000000000000000011000 : n209_o;
  assign n212_o = enable_i ? n211_o : count_s;
  assign n213_o = load_i ? start_time_i : n212_o;
  assign n220_o = count_s == 27'b000000000000000000000000000;
  assign n221_o = n220_o ? 1'b1 : 1'b0;
  always @(posedge clk_i or posedge n204_o)
    if (n204_o)
      n223_q <= 27'b000000000000000000000000000;
    else
      n223_q <= n213_o;
endmodule
module input_lut
  (input  [2:0] sw_i,
   output [4:0] code_o,
   output [2:0] len_o);
  wire n166_o;
  wire n168_o;
  wire n170_o;
  wire n172_o;
  wire n174_o;
  wire n176_o;
  wire n178_o;
  wire n180_o;
  wire [7:0] n181_o;
  reg [4:0] n190_o;
  reg [2:0] n199_o;
  assign code_o = n190_o;  
  assign len_o = n199_o;  
  assign n166_o = sw_i == 3'b000;
  assign n168_o = sw_i == 3'b001;
  assign n170_o = sw_i == 3'b010;
  assign n172_o = sw_i == 3'b011;
  assign n174_o = sw_i == 3'b100;
  assign n176_o = sw_i == 3'b101;
  assign n178_o = sw_i == 3'b110;
  assign n180_o = sw_i == 3'b111;
  assign n181_o = {n180_o, n178_o, n176_o, n174_o, n172_o, n170_o, n168_o, n166_o};
  always @*
    case (n181_o)
      8'b10000000: n190_o = 5'b00000;
      8'b01000000: n190_o = 5'b00011;
      8'b00100000: n190_o = 5'b00100;
      8'b00010000: n190_o = 5'b00000;
      8'b00001000: n190_o = 5'b00001;
      8'b00000100: n190_o = 5'b00101;
      8'b00000010: n190_o = 5'b00001;
      8'b00000001: n190_o = 5'b00010;
      default: n190_o = n190_o;
    endcase
  always @*
    case (n181_o)
      8'b10000000: n199_o = 3'b011;
      8'b01000000: n199_o = 3'b010;
      8'b00100000: n199_o = 3'b011;
      8'b00010000: n199_o = 3'b000;
      8'b00001000: n199_o = 3'b010;
      8'b00000100: n199_o = 3'b011;
      8'b00000010: n199_o = 3'b011;
      8'b00000001: n199_o = 3'b001;
      default: n199_o = n199_o;
    endcase
endmodule
module fsm_1_1_3_2215d90c8d9b57557cdd6c736ba44d5fd5b41869
  (input  clk_i,
   input  rstn_i,
   input  [4:0] code_i,
   input  [2:0] len_i,
   input  send_i,
   input  timer_empty_i,
   output led_o,
   output [1:0] set_time_o,
   output timer_load_o);
  wire [1:0] state;
  wire [1:0] next_state;
  wire [2:0] ptr;
  wire led;
  wire [4:0] code_reg;
  wire [2:0] len_reg;
  wire sel_slice;
  wire prev_rollover;
  wire timer_empty_posedge;
  wire n19_o;
  wire n20_o;
  wire n21_o;
  wire [1:0] n26_o;
  wire n28_o;
  wire [2:0] n30_o;
  wire n31_o;
  wire n32_o;
  wire n33_o;
  wire n34_o;
  wire [1:0] n37_o;
  wire n40_o;
  wire [1:0] n42_o;
  wire [1:0] n44_o;
  wire n46_o;
  wire [1:0] n48_o;
  wire [1:0] n50_o;
  wire n52_o;
  wire [1:0] n54_o;
  wire n56_o;
  wire n59_o;
  wire [1:0] n61_o;
  wire n63_o;
  wire [1:0] n66_o;
  wire n70_o;
  wire [1:0] n72_o;
  wire n74_o;
  wire [3:0] n75_o;
  reg [1:0] n78_o;
  reg n81_o;
  reg [1:0] n83_o;
  reg n89_o;
  wire n94_o;
  wire n97_o;
  wire [4:0] n98_o;
  wire [2:0] n99_o;
  wire n101_o;
  wire n103_o;
  wire n105_o;
  wire [2:0] n107_o;
  wire [2:0] n108_o;
  wire n110_o;
  wire n112_o;
  wire [2:0] n114_o;
  wire [2:0] n115_o;
  wire n117_o;
  wire [3:0] n118_o;
  reg [2:0] n120_o;
  reg [4:0] n121_o;
  reg [2:0] n122_o;
  reg [1:0] n138_q;
  wire n139_o;
  wire [2:0] n140_o;
  reg [2:0] n141_q;
  wire n142_o;
  wire [4:0] n143_o;
  reg [4:0] n144_q;
  wire n145_o;
  wire [2:0] n146_o;
  reg [2:0] n147_q;
  reg n148_q;
  wire n149_o;
  wire n150_o;
  reg n151_q;
  wire n152_o;
  wire n153_o;
  wire n154_o;
  wire n155_o;
  wire n156_o;
  wire [1:0] n157_o;
  reg n158_o;
  wire n159_o;
  wire n160_o;
  assign led_o = n151_q;  
  assign set_time_o = n78_o;  
  assign timer_load_o = n81_o;  
  assign state = n138_q;  
  assign next_state = n83_o;  
  assign ptr = n141_q;  
  assign led = n89_o;  
  assign code_reg = n144_q;  
  assign len_reg = n147_q;  
  assign sel_slice = n160_o;  
  assign prev_rollover = n148_q;  
  assign timer_empty_posedge = n21_o;  
  assign n19_o = prev_rollover != timer_empty_i;
  assign n20_o = timer_empty_i & n19_o;
  assign n21_o = n20_o ? 1'b1 : 1'b0;
  assign n26_o = send_i ? 2'b01 : state;
  assign n28_o = state == 2'b00;
  assign n30_o = len_reg + 3'b001;
  assign n31_o = ptr == n30_o;
  assign n32_o = ~sel_slice;
  assign n33_o = n32_o & timer_empty_posedge;
  assign n34_o = sel_slice & timer_empty_posedge;
  assign n37_o = n34_o ? 2'b11 : 2'b00;
  assign n40_o = n34_o ? 1'b1 : 1'b0;
  assign n42_o = n34_o ? 2'b11 : state;
  assign n44_o = n33_o ? 2'b01 : n37_o;
  assign n46_o = n33_o ? 1'b1 : n40_o;
  assign n48_o = n33_o ? 2'b10 : n42_o;
  assign n50_o = n31_o ? 2'b00 : n44_o;
  assign n52_o = n31_o ? 1'b0 : n46_o;
  assign n54_o = n31_o ? 2'b00 : n48_o;
  assign n56_o = state == 2'b01;
  assign n59_o = timer_empty_posedge ? 1'b1 : 1'b0;
  assign n61_o = timer_empty_posedge ? 2'b01 : state;
  assign n63_o = state == 2'b10;
  assign n66_o = timer_empty_posedge ? 2'b01 : 2'b11;
  assign n70_o = timer_empty_posedge ? 1'b1 : 1'b0;
  assign n72_o = timer_empty_posedge ? 2'b01 : state;
  assign n74_o = state == 2'b11;
  assign n75_o = {n74_o, n63_o, n56_o, n28_o};
  always @*
    case (n75_o)
      4'b1000: n78_o = n66_o;
      4'b0100: n78_o = 2'b01;
      4'b0010: n78_o = n50_o;
      4'b0001: n78_o = 2'b00;
      default: n78_o = 2'b00;
    endcase
  always @*
    case (n75_o)
      4'b1000: n81_o = n70_o;
      4'b0100: n81_o = n59_o;
      4'b0010: n81_o = n52_o;
      4'b0001: n81_o = 1'b0;
      default: n81_o = 1'b0;
    endcase
  always @*
    case (n75_o)
      4'b1000: n83_o = n72_o;
      4'b0100: n83_o = n61_o;
      4'b0010: n83_o = n54_o;
      4'b0001: n83_o = n26_o;
      default: n83_o = state;
    endcase
  always @*
    case (n75_o)
      4'b1000: n89_o = 1'b1;
      4'b0100: n89_o = 1'b1;
      4'b0010: n89_o = 1'b0;
      4'b0001: n89_o = 1'b0;
      default: n89_o = 1'b1;
    endcase
  assign n94_o = ~rstn_i;
  assign n97_o = next_state == 2'b01;
  assign n98_o = n97_o ? code_i : code_reg;
  assign n99_o = n97_o ? len_i : len_reg;
  assign n101_o = state == 2'b00;
  assign n103_o = state == 2'b01;
  assign n105_o = next_state == 2'b01;
  assign n107_o = ptr + 3'b001;
  assign n108_o = n105_o ? n107_o : ptr;
  assign n110_o = state == 2'b10;
  assign n112_o = next_state == 2'b01;
  assign n114_o = ptr + 3'b001;
  assign n115_o = n112_o ? n114_o : ptr;
  assign n117_o = state == 2'b11;
  assign n118_o = {n117_o, n110_o, n103_o, n101_o};
  always @*
    case (n118_o)
      4'b1000: n120_o = n115_o;
      4'b0100: n120_o = n108_o;
      4'b0010: n120_o = ptr;
      4'b0001: n120_o = 3'b000;
      default: n120_o = ptr;
    endcase
  always @*
    case (n118_o)
      4'b1000: n121_o = code_reg;
      4'b0100: n121_o = code_reg;
      4'b0010: n121_o = code_reg;
      4'b0001: n121_o = n98_o;
      default: n121_o = code_reg;
    endcase
  always @*
    case (n118_o)
      4'b1000: n122_o = len_reg;
      4'b0100: n122_o = len_reg;
      4'b0010: n122_o = len_reg;
      4'b0001: n122_o = n99_o;
      default: n122_o = len_reg;
    endcase
  always @(posedge clk_i or posedge n94_o)
    if (n94_o)
      n138_q <= 2'b00;
    else
      n138_q <= next_state;
  assign n139_o = ~n94_o;
  assign n140_o = n139_o ? n120_o : ptr;
  always @(posedge clk_i)
    n141_q <= n140_o;
  assign n142_o = ~n94_o;
  assign n143_o = n142_o ? n121_o : code_reg;
  always @(posedge clk_i)
    n144_q <= n143_o;
  assign n145_o = ~n94_o;
  assign n146_o = n145_o ? n122_o : len_reg;
  always @(posedge clk_i)
    n147_q <= n146_o;
  always @(posedge clk_i or posedge n94_o)
    if (n94_o)
      n148_q <= 1'b0;
    else
      n148_q <= timer_empty_i;
  assign n149_o = ~n94_o;
  assign n150_o = n149_o ? led : n151_q;
  always @(posedge clk_i)
    n151_q <= n150_o;
  assign n152_o = code_reg[0];  
  assign n153_o = code_reg[1];  
  assign n154_o = code_reg[2];  
  assign n155_o = code_reg[3];  
  assign n156_o = code_reg[4];  
  assign n157_o = ptr[1:0];  
  always @*
    case (n157_o)
      2'b00: n158_o = n152_o;
      2'b01: n158_o = n153_o;
      2'b10: n158_o = n154_o;
      2'b11: n158_o = n155_o;
    endcase
  assign n159_o = ptr[2];  
  assign n160_o = n159_o ? n156_o : n158_o;
endmodule
module morse_encoder #(
  HALF_CLK_FREQ = 25
  )
  (input  clk_i,
   input  rstn_i,
   input  [2:0] sw_i,
   input  sendn_i,
   output led_o);
  wire [4:0] code;
  wire [2:0] len;
  wire [1:0] set_time;
  wire half_second;
  wire timer_load;
  wire timer_enable;
  wire timer_empty;
  wire send;
  wire n1_o;
  wire n2_o;
  wire fsm_0_led_o;
  wire [1:0] fsm_0_set_time_o;
  wire fsm_0_timer_load_o;
  wire [4:0] input_lut_0_code_o;
  wire [2:0] input_lut_0_len_o;
  wire counter_slow_rollover_o;
  localparam n8_o = 1'b1;
  localparam [26:0] n9_o = 27'b000000000000000000000011001;
  wire counter_0_rollover_o;
  assign led_o = fsm_0_led_o;  
  assign code = input_lut_0_code_o;  
  assign len = input_lut_0_len_o;  
  assign set_time = fsm_0_set_time_o;  
  assign half_second = counter_slow_rollover_o;  
  assign timer_load = fsm_0_timer_load_o;  
  assign timer_enable = n1_o;  
  assign timer_empty = counter_0_rollover_o;  
  assign send = n2_o;  
  assign n1_o = half_second | timer_load;
  assign n2_o = ~sendn_i;
  fsm_1_1_3_2215d90c8d9b57557cdd6c736ba44d5fd5b41869 fsm_0 (
    .clk_i(clk_i),
    .rstn_i(rstn_i),
    .code_i(code),
    .len_i(len),
    .send_i(send),
    .timer_empty_i(timer_empty),
    .led_o(fsm_0_led_o),
    .set_time_o(fsm_0_set_time_o),
    .timer_load_o(fsm_0_timer_load_o));
  input_lut input_lut_0 (
    .sw_i(sw_i),
    .code_o(input_lut_0_code_o),
    .len_o(input_lut_0_len_o));
  counter_27_25 counter_slow (
    .clk_i(clk_i),
    .rstn_i(rstn_i),
    .load_i(timer_load),
    .enable_i(n8_o),
    .start_time_i(n9_o),
    .rollover_o(counter_slow_rollover_o));
  counter_2_3 counter_0 (
    .clk_i(clk_i),
    .rstn_i(rstn_i),
    .load_i(timer_load),
    .enable_i(timer_enable),
    .start_time_i(set_time),
    .rollover_o(counter_0_rollover_o));
endmodule
==> /design/flow/run.sh <==
#!/bin/bash
# OpenROAD 26Q1-2900-gdf79404cd8, Yosys 0.63+post, stock flow scripts
make -C /OpenROAD-flow-scripts/flow DESIGN_CONFIG=/design/flow/config.mk WORK_HOME=/design/flow/orfs finish
==> /design/flow/config.mk <==
export PLATFORM = sky130hd
export DESIGN_NAME = morse_encoder
export DESIGN_NICKNAME = morse_encoder
export VERILOG_FILES = /design/flow/design.v
export SDC_FILE = /design/flow/constraint.sdc
export NUM_CORES = 4
export LEC_CHECK = 1
export CORE_UTILIZATION = 40
==> /design/flow/constraint.sdc <==
current_design morse_encoder

set clk_period 8.9
set clk_io_pct 0.2

create_clock -name clk0 -period $clk_period [get_ports {clk_i}]

set non_clock_inputs [all_inputs -no_clocks]
set_input_delay [expr $clk_period * $clk_io_pct] -clock clk0 $non_clock_inputs
set_output_delay [expr $clk_period * $clk_io_pct] -clock clk0 [all_outputs]
==> results.cfg <==
; generated from flow reports
[clocking]
hold_buffers = 0
cts_setup_buffers = 0
cts.clk_slew.worst_paths_ns = 0.08
cts_tree = done
clock_tree.buffer_depth = 2
clock_latency_ns = 0.30
cts_buffers = 5
cts-root-buf = clkbuf_8
ctsResizeCount = 0
htree_levels = 2

[critical_path]
slowest_delay_ns = 0.45
timing.rr.start = fsm_0.n147_q[0]$_DFFE_PP_
path_buffers = 1
setup.worst_path.start_class = register
ff2ff_setup_slack_ns = 6.37
critical_path_required_ns = 7.12
crit_chain = clkdlybuf4s50_1
cp-end-kind = output pin
worstRegToRegCells = 6
arrival_ns = 1.07
slowest_stage = clkdlybuf4s50_1
crit_type = register to output pin
critPathTopFamily = buffers and inverters
timing.rr.end = counter_slow.n223_q[3]$_DFF_PN0_
cp_max_fo = 1

[status]
status = finished, final reports clean

[sta]
slew_headroom = 0.4604
period_used_share = 0.3205
fmax_mhz = 350.6
rsz0062_at_grt = false
max_slew.worst_pin.slew_ns = 0.8020
untimed_endpoints = 5
post-route-min-period_ns = 2.852
tns_ns = 0
layout_setup_ws_ns = 6.048
unclocked_pins = 5
fin_hold_ws_ns = 0.5374
setup_violations = 0
slew_violations = 0
clock_skew_ns = 0.007811
hold_viol = 0

[detailed_routing]
wl_per_cell_microns = 12.53
drt-pass1-iter-count = 4
via_count = 1658
ant_nets = 0
avgViaCountPerCell = 5.133
drc = 0
drtIter0Drc = 86
diodes = 0
finalWirelength_mm = 4.047

[power_and_ir_drop]
p_sw_uw = 75.13
ir_drop_mv = 0.08194
p_clk_frac = 0.412
p_leak_uw = 0.001186
seqPwrFrac = 0.561
swShare = 0.2062
pwr-share-comb = 0.028
intPower_uw = 289.3
powerDensity_nw_per_um2 = 138.6

[job]
cap_violations = 0
warning_count = 30

[placement]
port_buffers = 6
gp_congestion = 0.8213
dp_slack_ns = 5.791
dp_hpwl_mm = 2.701

[yosys]
ys_cells = 239
top_logic_kind = simple AND/OR/NAND/NOR gates
syn_area_sq_um = 2391
ys_sh_xor = 0.07692
async_reset_ff_frac = 0.7083
edf_count = 9
syn_inst = 239
ys_sh_aoi = 0.07954
yosys_register_bits = 48
synthMuxAreaShare = 0.01675
yosys_area_sq_um = 2391
syn_avg_cell_area_sq_um = 10.00
yosysUniqueCellTypes = 50
flop_cell = dfrtp_1
yosysWarnings = 4
yosys.area_share.simple = 0.2459
ys_sh_adder = 0.04710

[hold_path]
hp-start = counter_slow.n223_q[0]$_DFF_PN0_
hold_end = counter_slow.n223_q[0]$_DFF_PN0_
min_path_cells = 1
hold_class = register to register

[floorplanning]
dieArea_sq_um = 6291
core_util_floorplan = 0.4238
fp-row-count = 27
num_io_pins = 7
chipHeight_microns = 79.32
die_w_microns = 79.32
core_sq_um = 5642

[cells_and_area]
final_util = 0.4660
area_growth_pct = 9.942
layout-drive-gt1-share = 0.07570

[global_route]
grt_max_degree = 37
antenna_found_initial = 0
grt_use_total = 0.1500
overflow = 0
grt_pass1_vias = 1578
grt_pass1_wl_mm = 7.210
-- cell families after synthesis --
| kind of cell | count (synthesis) |
|---|---|
| compound gates | 31 |
| xor+xnor | 21 |
| fa+ha+maj | 9 |
| buf+inv | 16 |
| flops | 43 |
| latches | 5 |
| mux | 4 |
| other cells | 1 |
| simple gates | 109 |
-- power by group through the flow --
stage / sequential [uW] / combinational [uW] / clock [uW]
finish: 204 / 10.1 / 150
CTS: 204 / 10.5 / 154
global route: 205 / 12.2 / 164
-- routing by layer --
| layer | routed length (microns) | global-route usage | up-vias |
|---|---|---|---|
| li1 | - | - | 846 |
| met1 | 2067 | 0.2324 | 782 |
| met2 | 1800 | 0.2371 | 23 |
| met3 | 114 | 0.02450 | 7 |
| met4 | 64 | 0.02000 | 0 |
| met5 | 0 | 0 | - |
-- flip-flops by register name, summed over array words and instances (netlist names) --
register,cells
counter_slow.n223_q,27
fsm_0.n138_q,4
fsm_0.n141_q,3
fsm_0.n144_q,3
input_lut_0.n190_o,3
counter_0.n246_q,2
fsm_0.n147_q,2
input_lut_0.n199_o,2
fsm_0.n148_q,1
fsm_0.n151_q,1
-- cells in the mapped netlist (2+ instances only) --
library cell,instances,area [sq um]
a21oi_1,11,55.05
a31oi_1,2,12.51
and3_1,2,12.51
buf_4,2,15.01
clkbuf_1,4,15.01
dfrtp_1,33,825.8
dlxtn_1,5,75.07
edfxtp_1,9,270.3
ha_1,9,112.6
inv_1,8,30.03
mux2i_1,4,40.04
nand2_1,19,71.32
nand2b_1,3,18.77
nand3_1,3,15.01
nand3b_1,2,15.01
nand4_1,3,18.77
nor2_1,38,142.6
nor2b_1,2,12.51
nor3_1,11,55.05
nor4_1,6,37.54
nor4_2,3,37.54
o21a_1,2,15.01
o21ai_0,8,40.04
or3_1,4,25.02
or4_1,2,15.01
xnor2_1,13,113.9
xor2_1,8,70.07
-- through the flow --
stage	total power [uW]	cells	instance area, sq um
6_report	364.4	323	2629
5_1_grt	380.6	323	2629
4_1_cts	368.4	323	2629
3_5_place_dp	218.8	315	2521
3_3_place_gp	218.7	315	2521
2_1_floorplan	211.6	243	2406
-- final cells by class --
class | count | area, sq um
multi-input cells | 179 | 1134
inverters | 8 | 30.03
clock buffers | 5 | 68.82
repair buffers | 8 | 70.07
fillers | 517 | 3013
clock inverters | 3 | 38.79
well taps | 72 | 90.09
flip-flops and latches | 48 | 1197
-- how the worst max path moves through the flow --
| stage | endpoint | cells past startpoint | startpoint |
|---|---|---|---|
| after CTS | led_o | 1 | fsm_0.n151_q$_DFFE_PP_ |
| after global routing | fsm_0.n144_q[1]$_DFFE_PP_ | 5 | rstn_i |
| final | led_o | 1 | fsm_0.n151_q$_DFFE_PP_ |
-- cell usage in the layout (no fill, tap or decap), drive strengths merged, types with 2 or more instances in the layout --
| cell | count |
|---|---|
| nand2 | 19 |
| mux2i | 4 |
| clkbuf | 5 |
| and3 | 2 |
| or4 | 2 |
| buf | 3 |
| a31oi | 2 |
| xor2 | 8 |
| conb | 5 |
| o21a | 2 |
| xnor2 | 13 |
| nor3 | 12 |
| clkdlybuf4s50 | 5 |
| ha | 9 |
| or2 | 2 |
| nor2 | 38 |
| nand3 | 3 |
| or3 | 4 |
| a21oi | 11 |
| dfrtp | 33 |
| nand2b | 3 |
| nor4 | 10 |
| edfxtp | 9 |
| nor2b | 2 |
| o21ai | 8 |
| nand4 | 3 |
| dlxtn | 5 |
| nand3b | 2 |
| inv | 8 |
| nor3b | 2 |
| clkinv | 2 |
Power and IR drop assume default switching activity.
